===== ./design.v =====
module SPI_TX (input clk, start_transmit, reset,
					output reg sdi, cs, out_spi_clk
					);
initial sdi 			<= 1'b0;
initial cs 				<= 1'b1;
initial out_spi_clk  <= 1'b0;					
reg [9:0] data;
initial data <= 9'b0011111111; 
reg [7:0] state;	
reg [7:0] next_state;
reg [7:0] state_cnt;
localparam IDLE 							= 8'd0;
localparam STARTING_TRANSMITTING		= 8'd1;	
localparam SET_BIT_TO_TRANSMITTING  = 8'd2;
localparam SET_HIGH_CLK_SPI			= 8'd3;
localparam SET_LOW_CLK_SPI				= 8'd4;
localparam DEC_BIT_CNT 					= 8'd5;
localparam STOP_TRANSMIT				= 8'd6;
reg transmit_flg;
initial transmit_flg <= 1'b0;
reg [24:0] transmit_flg_cnt;
initial transmit_flg_cnt <= 1'b0;
reg [24:0] cnt;
initial cnt <= 1'b0;	
reg [7:0] bit_cnt;
initial bit_cnt <= 8'd9;
always @* 	
		case (state)
			IDLE:
				if (start_transmit == 1'b1 && transmit_flg == 1'b1) begin
					next_state <= STARTING_TRANSMITTING;
				end
				else begin
					next_state <= IDLE;
				end
			STARTING_TRANSMITTING:
				if (cnt == 12'd500) begin
					next_state <= SET_BIT_TO_TRANSMITTING;
				end
				else begin
					next_state <= STARTING_TRANSMITTING;
				end
			SET_BIT_TO_TRANSMITTING:
				if (cnt == 12'd1000) begin
					next_state <= SET_HIGH_CLK_SPI;
				end
				else begin
					next_state <= SET_BIT_TO_TRANSMITTING;
				end
			SET_HIGH_CLK_SPI:
				if (cnt == 12'd1500) begin
					next_state <= SET_LOW_CLK_SPI;
				end
				else begin
					next_state <= SET_HIGH_CLK_SPI;
				end
			SET_LOW_CLK_SPI: 
				if (cnt == 12'd2000) begin
					next_state <= DEC_BIT_CNT;
				end
				else begin
					next_state <= SET_LOW_CLK_SPI;
				end
			DEC_BIT_CNT: 
				if (bit_cnt == 8'b0) begin
					next_state <= STOP_TRANSMIT;
				end
				else begin
					next_state <= SET_BIT_TO_TRANSMITTING;
				end
			STOP_TRANSMIT:
				if (cnt >= 12'd2500) begin
					next_state <= IDLE;
				end
				else begin
					next_state <= STOP_TRANSMIT;
				end
			default:
				next_state <= IDLE;
		endcase
always @(posedge clk) begin
	if (start_transmit == 1'b0) begin
		transmit_flg_cnt <= 1'b0;
	end
	if (start_transmit == 1'b1 && transmit_flg_cnt == 1'b0) begin
		transmit_flg <= 1'b1;	
	end
	if (transmit_flg == 1'b1) begin
		transmit_flg_cnt <= transmit_flg_cnt + 1'b1;
	end
	if (transmit_flg_cnt > 24'd2500) begin
		transmit_flg <= 1'b0;
	end
	if (state == IDLE) begin
		cnt <= 1'b0;
		bit_cnt <= 8'd9;
		cs <= 1'b1; 
		sdi <= 1'b0;
		out_spi_clk <= 1'b0;
	end
	if (state == STARTING_TRANSMITTING) begin
		cnt <= cnt + 1'b1;
		out_spi_clk <= 1'b0;
		sdi <= 1'b0;
		cs <= 1'b0;
	end
	if (state == SET_BIT_TO_TRANSMITTING) begin
		cnt <= cnt + 1'b1;
		out_spi_clk <= 1'b0;
		sdi <= data[bit_cnt];
		cs <= 1'b0;
	end
	if (state == SET_HIGH_CLK_SPI) begin
		cnt <= cnt + 1'b1;
		out_spi_clk <= 1'b1;
		cs <= 1'b0;
	end
	if (state == SET_LOW_CLK_SPI) begin
		cnt <= cnt + 1'b1;
		out_spi_clk <= 1'b0;
	end
	if (state == DEC_BIT_CNT) begin
		bit_cnt <= bit_cnt - 1'b1;
		cnt <= 12'd500;
	end
	if (state == STOP_TRANSMIT) begin
		cs <= 1'b1;
		cnt <= cnt + 1'b1;
		sdi <= 1'b0;
	end 
end	
always @(posedge clk or negedge reset) begin 
	if(!reset) begin
		state <= IDLE;
	end
	else begin
		state <= next_state;
	end
end		
endmodule

===== ./constraint.sdc =====
current_design SPI_TX

set clk_period 4.0
set clk_io_pct 0.2

create_clock -name clk0 -period $clk_period [get_ports {clk}]

set non_clock_inputs [all_inputs -no_clocks]
set_input_delay [expr $clk_period * $clk_io_pct] -clock clk0 $non_clock_inputs
set_output_delay [expr $clk_period * $clk_io_pct] -clock clk0 [all_outputs]

===== ./config.mk =====
export PLATFORM = sky130hd
export DESIGN_NAME = SPI_TX
export DESIGN_NICKNAME = SPI_TX
export VERILOG_FILES = /design/flow/design.v
export SDC_FILE = /design/flow/constraint.sdc
export NUM_CORES = 4
export LEC_CHECK = 1
export CORE_UTILIZATION = 50

===== ./run.sh =====
#!/bin/bash
# OpenROAD 26Q1-2900-gdf79404cd8, Yosys 0.63+post, stock flow scripts
make -C /OpenROAD-flow-scripts/flow DESIGN_CONFIG=/design/flow/config.mk WORK_HOME=/design/flow/orfs finish

==> results.toml <==
# flow metrics
[status]
status = "complete, no violations"

[yosys]
synth_cells = 391
simple_gate_share = 0.267
ys_seq_frac = 0.507
top_cell_area_share = 0.442
synthFlopType = "edfxtp_1"
fa_ha_area_frac = 0.0191
syn_area_um2 = 3940
ys.warnings.count = 1
ys.flops = 69
xor_area_frac = 0.0645
common_cells = "edfxtp_1 (58), nor2_1 (28), nand3_1 (26), a21oi_1 (23), nand2_1 (23)"
ys_chip_area_um2 = 3940
yosys-stat-cells = 391
ys_types = 55
top_cells_by_area = "edfxtp_1 (44%), xor2_1 (4.2%), dfrtp_1 (3.8%), nand3_1 (3.3%), a21oi_1 (2.9%)"
postSynth.asyncResetShare = 0.101
mux_area_frac = 0.00254
edf_count = 58
yosysTopAreaCell = "edfxtp_1"
synth_top_cell_by_count = "edfxtp_1"
aoi_share = 0.0998
logic_family = "simple AND/OR/NAND/NOR gates"
synth.avg_cell_area_um2 = 10.1

[setup_path]
path_cells = "and4_1, nand4_1, or4_1, a21oi_1"
path_max_fanout = 12
critPathSlowestCell = "or4_1"
reg2reg_depth = 4
worst-path-buf-inv = 0
r2r-start = "cnt[2]$_DFFE_PP_"
cp-end-kind = "register"
critPathTopFamily = "simple AND/OR/NAND/NOR gates"
arrival_ns = 2.37
cp.required_ns = 4.18
worst_path_largest_cell_delay_ns = 0.60
r2r_end = "cnt[23]$_DFFE_PP_"
ff2ff_setup_slack_ns = 1.82
critical_path_class = "register to register"
start_kind = "register"

[clock_tree]
cts_resized = 0
cts.htree.levels = 3
clk_pin_slew_ns = 0.07
cts_hold_buffers = 0
cts_sinks = 69
clk_latency_ns = 0.34
cts_buffers = 9
post-cts-setup-buffer-count = 0
cts_buffer_depth = 2
tritoncts = "yes"
clock-root-buffer = "clkbuf_8"

[grt]
track_usage = 0.206
grt_overflow = 0
grt_antenna_before_repair = 0
grt_pass1_vias = 2783
grt_pass1_wl_mm = 13.0
grt_max_degree = 26

[worst_hold_path]
min_path_cells = 1
hp-start = "state[1]$_DFF_PN0_"
min_to = "out_spi_clk$_SDFFE_PP0P_"
hold_class = "register to register"

[die]
rows = 31
core-area_um2 = 7450
chip_area_um2 = 8230
ioPinCount = 6
die_w_um = 90.7
fp_util = 0.529
die_h_um = 90.7

[cells_and_area]
post-route-util = 0.568
syn_to_final_growth_pct = 7.37
nFillCells = 665
seq_area_um2 = 2000
drive_above_1_share = 0.0759
logic_area_um2 = 1780

[final_timing]
fin_crit_sh = 0.546
finalClockSkew_ns = 0.00811
drv_slew = 0
setup_violations = 0
layout_min_cycle_time_ns = 2.18
fmax_mhz = 458
relSlewSlack = 0.505
hold_violations = 0
rsz0062_at_grt = "false"
worst_slew_pin_slew_ns = 0.741
tns_ns = 0

[power_and_ir_drop]
power_density_nw_per_um2 = 309
p_leak_nw = 1.50
peakVddDrop_mv = 0.235

[drt]
drc_errors = 0
viasPerCell = 5.78
antenna_cells = 0
dr_total_vias = 2857
routedWlPerCell_um = 15.0
drtAntennaViolNets = 0
drtIter0Drc = 144
dr.pass1.iters = 4
totalWireLength_mm = 7.41

[job]
warnings = 28
maxCapViolCount = 0

[place]
io_buffers = 5
place_hpwl_mm = 5.03
gp_congestion = 0.826
-- where the power goes --
part / leakage, nW / total, mW / internal (mW) / switching, mW
registers: 0.787 / 0.768 / 0.768 / 0.000000000000000672
logic: 0.621 / 0.00451 / 0.00207 / 0.00244
clock network: 0.0931 / 0.534 / 0.285 / 0.249
total: 1.50 / 1.31 / 1.06 / 0.251
-- through the flow --
step           worst slack, ns  power [mW]  cell area (µm²)  cells  hold slack (ns)
6_report                  1.82        1.31             4230    494            0.457
5_1_grt                   1.65        1.35             4230    494            0.489
4_1_cts                   1.82        1.33             4230    494            0.454
3_5_place_dp              1.82       0.789             4040    478            0.445
3_3_place_gp              1.88       0.789             4040    478            0.440
2_1_floorplan             2.07       0.785             3940    391            0.419
-- worst reg2reg max path, cell delays in order (launching register included) --
cell and delay (ns):
edfxtp_1 0.50, and4_1 0.38, nand4_1 0.39, or4_1 0.60, a21oi_1 0.17
-- sequential cells by signal (all words and copies together), names as in the netlist --
register / flops
cs: 1
state: 7
bit_cnt: 8
transmit_flg_cnt: 25
transmit_flg: 1
sdi: 1
out_spi_clk: 1
cnt: 25
-- layer usage --
layer / global-route usage / part of all wire
met5: 0 / 0
met4: 0.0269 / 0.0092
met3: 0.0436 / 0.040
met2: 0.321 / 0.46
met1: 0.328 / 0.49
-- how the worst max path moves through the flow --
| stage | startpoint | end | slack [ns] | cells past startpoint |
|---|---|---|---|---|
| after CTS | cnt[2]$_DFFE_PP_ | cnt[24]$_DFFE_PP_ | 1.82 | 4 |
| final | cnt[2]$_DFFE_PP_ | cnt[23]$_DFFE_PP_ | 1.82 | 4 |
| after global routing | cnt[2]$_DFFE_PP_ | cnt[24]$_DFFE_PP_ | 1.65 | 4 |
-- cell families (layout without fill, tap and decap cells) --
kind of cell | count (synthesis) | count (layout)
multiplexers | 1 | 1
buffers and inverters | 38 | 42
AND/OR/NAND/NOR | 182 | 182
flip-flops | 69 | 69
XOR/XNOR | 29 | 29
AND-OR/OR-AND | 66 | 66
adder cells (fa/ha/maj) | 6 | 6
-- final cells by class --
class	instances	share of cell area
clock buffer	11	0.0311
inverter	18	0.0160
clock inverter	5	0.0124
tap	99	0.0293
multi-input combinational	284	0.421
sequential	69	0.473
timing repair buffer	8	0.0172
-- cell usage in the layout, fill, tap and decap left out, types with 6 or more instances in the layout --
cell type	instances
nand2_1	23
ha_1	6
nor4_1	8
o21ai_0	21
or3_1	13
nand3_1	26
and2_1	8
a21oi_1	23
inv_1	18
nand4_1	16
dfrtp_1	6
clkbuf_8	9
and4_1	6
edfxtp_1	58
o31ai_1	9
or4_1	12
nor2_1	28
xnor2_1	10
xor2_1	19
nor3_1	12
Power figures rest on the tool's default switching activity, not on a simulated workload.
